==> design/flow/design.v <==
`timescale 1ns / 1ps
module rotatingDigits2(clk, rst, vld, dataIn, dataOut, dataLed);
	input clk, rst, vld;
	input [3:0] dataIn;
	output reg [19:0] dataOut;
	output reg [3:0] dataLed;
	reg [1:0] stateGN, stateGNNext;
	reg flag, flagNext;
	reg [23:0] counter, counterNext;
	reg [2:0] stateRot, stateRotNext;
	reg [19:0] dataOutNext;
	reg [3:0] dataLedNext;
	always @(posedge clk) begin
		stateGN <= #1 stateGNNext;
		flag <= #1 flagNext;
		counter <= #1 counterNext;
		stateRot <= #1 stateRotNext;
		dataOut <= #1 dataOutNext;
		dataLed <= #1 dataLedNext;
	end
	always @(*) begin
		flagNext=flag;
		stateGNNext=stateGN;
		counterNext=counter;
		stateRotNext=stateRot;
		dataOutNext=dataOut;
		dataLedNext=dataLed;
		if(rst) begin
			flagNext=0;
			stateGNNext=0;
			counterNext=0;
			stateRotNext=0;
			dataOutNext=20'b00000000000000000000;
			dataLedNext=4'b0000;
		end else begin
			if(flag==0) begin
				case(stateGN)
					0:begin
						if(vld) begin
							dataOutNext ={dataOut[19:4],dataIn [3:0]};
							dataLedNext [3:0]=dataIn [3:0];
							stateGNNext=1;
						end else begin
							dataOutNext=dataOut;
							dataLedNext=dataLed;
							stateGNNext=0;
						end
					end
					1: begin
						if(vld) begin
							dataOutNext ={dataOut[19:8],dataIn[3:0],dataOut[3:0]};
							dataLedNext [3:0]=dataIn [3:0];
							stateGNNext=2;
						end else begin
							dataOutNext=dataOut;
							dataLedNext=dataLed;
							stateGNNext=1;
						end
					end
					2: begin
						if(vld) begin
							dataOutNext ={dataOut[19:12],dataIn [3:0],dataOut[7:0]};
							dataLedNext [3:0]=dataIn [3:0];
							stateGNNext=3;
						end else begin
							dataOutNext=dataOut;
							dataLedNext=dataLed;
							stateGNNext=2;
						end
					end
					3: begin
						if(vld) begin
							dataOutNext [15:12]={dataOut[19:16],dataIn [3:0],dataOut[12:0]};
							dataLedNext [3:0]=dataIn [3:0];
							stateGNNext=0;
							flagNext=1;
						end else begin
							dataOutNext=dataOut;
							dataLedNext=dataLed;
							stateGNNext=3;
						end
					end
				endcase
			end else begin
				if(counter==24'b111111111111111111111111) begin
					counterNext=0;
					dataOutNext =dataOut;
					case (stateRot)
						0: begin
							dataOutNext [19:16]=4'b0000;
							stateRotNext=1;
						end
						1: begin
							dataOutNext [19:16]=4'b0001;
							stateRotNext=2;
						end
						2: begin
							dataOutNext [19:16]=4'b0010;
							stateRotNext=3;
						end
						3: begin
							dataOutNext [19:16]=4'b0011;
							stateRotNext=4;
						end
						4: begin
							dataOutNext =dataOut;
							dataOutNext [19:16]=4'b0100;
							stateRotNext=5;
						end
						5: begin
							dataOutNext [19:16]=4'b0101;
							stateRotNext=6;
						end
						6: begin
							dataOutNext [19:16]=4'b0110;
							stateRotNext=7;
						end
						7: begin
							dataOutNext [19:16]=4'b0111;
							stateRotNext=0;
						end
					endcase
				end else begin
					counterNext=counter+1;
				end
			end
		end
	end
endmodule
==> design/flow/run.sh <==
#!/bin/bash
# OpenROAD 26Q1-2900-gdf79404cd8, Yosys 0.63+post, stock flow scripts
make -C /OpenROAD-flow-scripts/flow DESIGN_CONFIG=/design/flow/config.mk WORK_HOME=/design/flow/orfs finish
==> design/flow/config.mk <==
export PLATFORM = sky130hd
export DESIGN_NAME = rotatingDigits2
export DESIGN_NICKNAME = rotatingDigits2
export VERILOG_FILES = /design/flow/design.v
export SDC_FILE = /design/flow/constraint.sdc
export NUM_CORES = 4
export LEC_CHECK = 1
export CORE_UTILIZATION = 40
==> design/flow/constraint.sdc <==
current_design rotatingDigits2

set clk_period 5.6
set clk_io_pct 0.2

create_clock -name clk0 -period $clk_period [get_ports {clk}]

set non_clock_inputs [all_inputs -no_clocks]
set_input_delay [expr $clk_period * $clk_io_pct] -clock clk0 $non_clock_inputs
set_output_delay [expr $clk_period * $clk_io_pct] -clock clk0 [all_outputs]
==> metrics.cfg <==
[yosys]
synth_area_um2=2630
synth-edff-count=0
ys_sh_adder_pct=0.475
xor_area_share_pct=6.98
yosysMostFrequentCell=dfxtp_1
yosys_area_um2=2630
yosys-top-cells-area=dfxtp_1, mux2i_1, nand2_1, xnor2_1, nor2_1
synth.distinct_cells=40
syn_area_per_cell_um2=8.72
synth.area.mux_share_pct=6.84
synth-main-ff-cell=dfxtp_1
yosys_warnings=1
postSynthCellCount=302
top_area_cell=dfxtp_1
ys_ff=60
ys_sh_aoi_pct=7.84
async_flop_share_pct=0
ys_seq_share_pct=45.6
ys_cells=302
simple_gate_area_share_pct=29.1
common_cells=dfxtp_1, nand2_1, nor2_1
logic_family=simple AND/OR/NAND/NOR gates
top_cell_area_share_pct=45.6

[die]
die.size.y_um=83.1
core-area_um2=6350
rows=29
die-area_um2=6910
ioPinCount=31
die_x_um=83.1
fp_util_pct=41.5

[route]
drt_first_pass_iters=4
wl_met3_um=260
wl_met2_um=2230
antennaDiodeCount=0
drc=0
highest_layer=met4
wl_met1_um=2760
antenna_violating_nets_post_route=0
via_per_inst=5.10
first_iter_violations=123
wl_um=5330
num_vias=2102
routedWlPerCell_um=12.9

[final_timing]
worst_slew_pin_slew_ps=598
period_used_pct=49.9
whs_ps=472
drv_slew=0
setup_slack_ps=2810
rsz0062_at_grt=false
fin_tns_setup_ps=0
timing.final.crit_period_ps=2790
maxSlewHeadroom_pct=60.2
max_freq_ghz=0.358
finalSetupViolCount=0
hold_viol_final=0
fin_skew_ps=7.31

[clocking]
clockRootBuffer=clkbuf_8
clk_latency_ps=340
ctsResizeCount=0
cts_made_buffers=9
clk_pin_slew_worst_paths_ps=70
cts_buffer_depth=2
cts.htree.levels=3
hold_buffers=0
cts_tree=yes
clock_sink_count=60
cts_setup_buffers=0

[critical_path]
cp.arrival_ps=3000
worstPathMaxFanout=19
crit_type=reg -> reg
end_kind=flop
critPathLaunchType=flop
critPathRequiredTime_ps=5810

[power_and_ir_drop]
clock_power_share_pct=48.3
power_density_nw_per_um2=299
p_int_mw=0.758
p_comb_share_pct=5.9
vdd_drop_max_mv=0.191
power.leakage_nw=1.14
p_switching_mw=0.205
swShare_pct=21.3
p_seq_share_pct=45.8

[global_route]
grt_start_max_net_pins=52
antenna_found_initial=0
grt_pass1_vias=1936
grt_pass1_wl_um=9340
globalRouteOverflowTotal=0
track_usage_pct=16.7

[min_path]
hp-class=reg -> reg

[cells_and_area]
syn2layout_area_growth_pct=22.0
drive_gt1_share_pct=7.76
design_area_um2=3210

[place]
dpl_cell_area_um2=2970
port_buffers=29
gp_congestion=0.811
dpl_worst_slack_ps=2810
dp_hpwl_um=3560

[run]
cap_violations=0
warning_count=25

[outcome]
status=finished clean

-- registers in the layout, summed over array words and instances, names as in the netlist --
signal,count
dataLed,4
stateRot,8
counter,24
flag,1
dataOut,19
stateGN,4
-- metrics by stage --
| step | instances | power [mW] | utilization [%] |
|---|---|---|---|
| final | 412 | 0.962 | 50.6 |
| after global routing | 412 | 0.999 | 50.6 |
| after CTS | 412 | 0.971 | 50.6 |
| after detailed placement | 396 | 0.507 | 46.8 |
| after global placement | 396 | 0.507 | 46.8 |
| after floorplan | 302 | 0.482 | - |
-- per-layer routing --
layer,up-vias,GRT usage [%]
met1,953,27.6
met2,46,23.1
met3,8,3.94
met4,0,2.66
li1,1095,-
met5,-,0
-- area by class of cell --
type	instances	area, um^2
Multi-Input combinational cell	223	1350
Fill cell	614	3140
Clock inverter	7	115
Tap cell	77	96.3
Clock buffer	9	124
Inverter	5	18.8
Sequential cell	60	1200
Timing Repair Buffer	31	305
-- worst paths after layout --
| check | start | end | slack (ps) | depth (start not counted) |
|---|---|---|---|---|
| min reg2reg | dataOut[16] | dataOut[16] | 470 | 2 |
| max | flag | counter[19] | 2810 | 5 |
| min | dataOut[16] | dataOut[16] | 470 | 2 |
| max reg2reg | flag | counter[19] | 2810 | 5 |
-- worst max-delay path, cell delays in order (launching register included) --
cell,delay [ps]
dfxtp_1,680
nand4_2,320
nand2b_1,330
or4_1,760
nand2b_1,460
nor2_1,100
-- power groups by stage --
stage	Sequential, mW	Clock (mW)	Combinational [mW]
after global routing	0.441	0.495	0.0628
final	0.440	0.465	0.0568
after CTS	0.440	0.474	0.0575
-- placed cells by master, fill, tap and decap left out, drive strengths merged, types with 3 or more instances in the layout --
master         Yosys  routed
dfxtp             60      60
nand2             39      39
nor2              35      35
clkdlybuf4s50      0      29
mux2i             18      18
nand2b            17      17
a21oi             16      16
xnor2             16      16
nand3             12      12
nor4              10      10
clkbuf             9       9
nor2b              7       7
nor3               6       6
inv                5       5
xor2               5       5
a22o               4       4
nand4              4       4
or3                4       4
o21ai              4       4
and3               3       3
and4               3       3
or2                3       3
a211oi             3       3
bufinv             0       3
-- cells by family (layout without fill, tap and decap cells) --
kind of cell	after synthesis	after routing
compound gates	33	33
xor+xnor	21	21
fa+ha+maj	1	1
buf+inv	19	52
flops	60	60
mux	18	18
other cells	1	1
simple gates	149	149
Power and IR drop assume default switching activity.
