`design/flow/run.sh`:
```
#!/bin/bash
# OpenROAD 26Q1-2900-gdf79404cd8, Yosys 0.63+post, stock flow scripts
make -C /OpenROAD-flow-scripts/flow DESIGN_CONFIG=/design/flow/config.mk WORK_HOME=/design/flow/orfs finish
```
`design/flow/config.mk`:
```
export PLATFORM = sky130hd
export DESIGN_NAME = UDC_mine
export DESIGN_NICKNAME = UDC_mine
export VERILOG_FILES = /design/flow/design.v
export SDC_FILE = /design/flow/constraint.sdc
export NUM_CORES = 4
export LEC_CHECK = 1
export CORE_UTILIZATION = 40
```
`design/flow/constraint.sdc`:
```
current_design UDC_mine

set clk_period 4.3
set clk_io_pct 0.2

create_clock -name clk0 -period $clk_period [get_ports {clk}]

set non_clock_inputs [all_inputs -no_clocks]
set_input_delay [expr $clk_period * $clk_io_pct] -clock clk0 $non_clock_inputs
set_output_delay [expr $clk_period * $clk_io_pct] -clock clk0 [all_outputs]
```
`design/flow/design.v`:
```
`timescale 1ns / 1ps
module UDC_mine(upDown, clk, rst, sevenSegment, anode );
	input upDown,rst,clk;
	output reg [8:0] sevenSegment;
	output reg [4:0] anode;
	reg [4:0] counter, counterNext;
	reg [25:0] scale, scaleNext;
	always @(posedge clk) begin
		counter <= #1 counterNext;
		scale <= #1 scaleNext;
	end
	always@(*)begin
	counterNext=counter;
	anode = 4'b0111;
	if(rst) begin
		scaleNext=0;
		counterNext = 0;
		sevenSegment=8'b10011111;
	end
	else begin
		if (scale==10000000) begin
			if(upDown) begin
				if (counter==9) begin
					counterNext=0;
				end
				else begin
					counterNext=counter+1;
				end
			end
			else  begin
				if (counter==0) begin
					counterNext=9;
				end
				else begin
					counterNext=counter-1;
				end
			end
			scaleNext=0;
		end
		else begin
			scaleNext=scale+1;
		end
			if (counter==0) begin
				sevenSegment=8'b00001000;
			end
			else if (counter==1) begin
				sevenSegment=8'b00000000;
			end
			else if (counter==2) begin
				sevenSegment=8'b00011110;
			end
			else if (counter==3) begin
				sevenSegment=8'b01000000;
			end
			else if (counter==4) begin
				sevenSegment=8'b01001000;
			end
			else if (counter==5) begin
				sevenSegment=8'b10011000;
			end
			else if (counter==6) begin
				sevenSegment=8'b00001100;
			end
			else if (counter==7) begin
				sevenSegment=8'b00100100;
			end
			else if (counter==8) begin
				sevenSegment=8'b10011110;
			end
			else if (counter==9) begin
				sevenSegment=8'b00000010;
			end
			else begin
				sevenSegment=8'b00100100;
			end
		end
	end
endmodule
```
==> reports/results.txt <==
Setup Buffers After CTS: 0
# diodes: 0
DRT Wirelength: 3900 µm
Final instance area: 2115 µm²
I/O Buffers: 10
Routability Congestion: 0.8697
Chip Height: 71.50 µm
Post-detailed-placement half-perimeter wirelength: 2755 µm
Setup TNS: 0 ns
Relative slew margins: 0.5090
Total tool warning count: 30
Transition time at the pin with the least slew margin: 0.7266 ns
Crit. Startpoint: counter[0]
Tcrit/Tclk final: 0.8397
Final WS setup: 0.6893 ns
Placement Setup Slack: 0.9494 ns
Post-synthesis cell type count: 49
Top cell area share: 0.3212
Syn-to-layout area delta: 9.456%
Post-CTS Hold Buffers: 0
Commonest Layout Cell: dfxtp_1
CTS buffer count: 5
Max Freq: 0.2770 GHz
Clk slew on worst S/H paths: 0.06 ns
Final Critical Period: 3.611 ns
Vias in the first global route: 1417
Status: complete, no violations
Arr. time, crit path: 2.75 ns
Critical Path Slowest Stage Cell: or4b_2
Share of cells above drive strength 1: 0.06073
Starting Density: 0.4289
Buffers and inverters on the worst path: 2
Leading area contributor after synthesis: dfxtp_1
Max Cap Viol: 0
Crit path cell chain: inv_1 > ha_1 > or4b_2 > a21oi_1 > a31oi_1 > o21ai_0 > clkdlybuf4s50_1
Ports: 17
Dominant logic cell types in the final layout: dfxtp_1, nor2_1, o21ai_0, a21oi_1, nand2_1
Final ANT Viol Nets: 0
Gr ovfl total: 0
Row cnt: 24
Initial DRC Count: 74
Worst setup EP type: primary output
Asr flop ratio synth: 0
Antenna violations before repair: 0
PwrDens: 268.0 nW/µm²
Routed via count: 1679
Fill cell count: 441
Syn Area/Cell: 7.885 µm²
Post-route DRC: 0
Seq/Total Area, Yosys: 0.3212
Clock latency (worst-skew pair): 0.28 ns
CTS tree: yes
Hold Crit Start: scale[0]
Yosys warnings: 1
First-pass detailed-route iteration total: 4
Placed cell areas: 2014 µm²
Chip area in the Yosys report: 1932 µm²
Ys cells: 245
Delay-heaviest family, CP: simple AND/OR/NAND/NOR gates
Total die size: 5112 µm²
Mapped cell area: 1932 µm²
# setup viols final: 0
Hold Vio Cnt, Final: 0
Clock Tree Buf Depth: 2
H-tree level count: 2
Die Span X: 71.50 µm
CTS root buffer: clkbuf_8
Largest net degree at the start of global routing: 21
Ys flops: 31
Worst Setup Path Type: reg2out
Final max-slew violation count: 0
Clk sinks: 31
Tot GR Track Use: 0.1640
Worst hold path type: reg2reg
EDFF count, synth: 0
Critical path launch point type: flip-flop
First-pass GRT wire length: 6713 µm
RSZ-0062 raised after global routing: no
Crit path DRT: 3.44 ns
Synth area leaders: dfxtp_1, nor2_1, ha_1, a21oi_1, o21ai_0
Wire per inst: 13.04 µm
Crit-path max cell delay: 0.68 ns
Overall power: 566.8 µW
Pleak: 0.0006842 µW
Predominant post-synthesis flop cell: dfxtp_1
Reg2Reg Launch Point: counter[1]
Critical path peak fanout: 13
Setup Skew: 0.003573 ns
Post-cts resize count: 0
Via density: 5.615
Peak supply drop: 139.1 µV
Final Util: 0.4694
Core Region: 4504 µm²
Post-Syn Instances: 245
[area by class of cell]
cell class / instances / area [µm²] / area share
multi-input cells: 188 / 1187 / 0.5615
flip-flops and latches: 31 / 620.6 / 0.2935
repair buffers: 11 / 107.6 / 0.05089
clock buffers: 8 / 100.1 / 0.04734
well taps: 52 / 65.06 / 0.03077
inverters: 9 / 33.78 / 0.01598
[where the power goes]
group / total, µW / internal [µW] / switching (µW) / leakage, µW
Sequential: 293 / 290 / 2.97 / 0.000250
Combinational: 22.9 / 11.0 / 11.9 / 0.000383
Clock: 251 / 146 / 105 / 0.0000515
Total: 567 / 446 / 120 / 0.000684
[cell usage after synthesis, types with 2 or more instances]
cell type and instances:
a211o_1 2, a211oi_1 3, a21oi_1 16, a31oi_1 2, and2_1 2, and3_1 2
and4_1 6, buf_2 3, buf_4 7, clkbuf_1 11, conb_1 2, dfxtp_1 31
ha_1 7, inv_1 8, mux2i_1 2, nand2_1 14, nand3_1 10, nand4_1 8
nor2_1 26, nor2b_1 2, nor3_1 7, nor4_1 4, nor4b_1 2, nor4bb_1 2
o21ai_0 16, o311ai_0 2, o31ai_1 3, o41ai_1 3, or3_1 9, xnor2_1 9
xor2_1 6
[per-layer routing]
| metal | vias up | track usage | part of all wire |
|---|---|---|---|
| li1 | 887 | - | - |
| met3 | 8 | 0.02568 | 0.030 |
| met1 | 756 | 0.2851 | 0.55 |
| met4 | 0 | 0.02179 | 0.014 |
| met5 | - | 0 | 0 |
| met2 | 28 | 0.2233 | 0.41 |
[stage by stage]
step / hold slack [ns] / std cells
after CTS: 0.4860 / 299
after global routing: 0.5226 / 299
after global placement: 0.4667 / 291
after detailed placement: 0.4697 / 291
after floorplan: 0.4374 / 249
final: 0.4826 / 299
[worst register-to-register path: cells and delay by family (launching register included)]
family | cells | cell delay (ns)
fa+ha+maj | 1 | 0.35
flops | 1 | 0.37
compound gates | 3 | 0.55
simple gates | 1 | 0.70
buf+inv | 1 | 0.14
[state kept, by name, summed over array words and instances, names as in the netlist]
name,cells
scale,26
counter,5
[cells by family after synthesis]
family	count (synthesis)	synth area share
adder cells (fa/ha/maj)	7	0.04533
AND-OR/OR-AND	56	0.1833
multiplexers	2	0.01036
other	2	0.003887
XOR/XNOR	15	0.06801
buffers and inverters	30	0.07383
AND/OR/NAND/NOR	102	0.2940
flip-flops	31	0.3212
[final timing paths]
path | endpoint | slack, ns | cells past startpoint
max | sevenSegment[4] | 0.69 | 7
min | scale[0] | 0.48 | 1
max reg2reg | counter[3] | 2.06 | 6
min reg2reg | scale[0] | 0.48 | 1
Power is estimated from default activity; no workload was simulated.
