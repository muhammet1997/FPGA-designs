==> /design/flow/design.v <==
`timescale 1ns / 1ps
module SevenSegFourDig(clk, rst, in, sevenSeg, anode);
	input rst,clk;
  input [27:0] in;
  output reg [7:0] sevenSeg;
  output reg [3:0] anode;
  reg [15:0] counter, counterNext;
  always @(posedge clk) begin
    counter <= #1 counterNext;
  end
  always @(*) begin
    sevenSeg = 8'b00000010;
	 anode=4'b0111;
	 counterNext=counter;
    if (rst) begin
      counterNext=0;
	 end else begin
		case (counter [15:14])
			0: begin
				anode=4'b0111;
				case(in[3:0])
					0: sevenSeg = 8'b00000010;   
					1: sevenSeg = 8'b10011110;   
					2: sevenSeg = 8'b00100100;   
					3: sevenSeg = 8'b00001100;   
					4: sevenSeg = 8'b11111111;   
					5: sevenSeg = 8'b01001000;   
					6: sevenSeg = 8'b01000000;   
					7: sevenSeg = 8'b00011110;   
					8: sevenSeg = 8'b00000000;   
					9: sevenSeg = 8'b00001000;   
					10: sevenSeg = 8'b00010000;  
					11: sevenSeg = 8'b11000000;  
					12: sevenSeg = 8'b01100010;  
					13: sevenSeg = 8'b10000100;  
					14: sevenSeg = 8'b01100000;  
					15: sevenSeg = 8'b01110000;  
				endcase 
			end
			1: begin
				anode=4'b1011;
				case(in[7:4])
					0: sevenSeg = 8'b00000010;   
					1: sevenSeg = 8'b10011110;   
					2: sevenSeg = 8'b00100100;   
					3: sevenSeg = 8'b00001100;   
					4: sevenSeg = 8'b11111111;   
					5: sevenSeg = 8'b01001000;   
					6: sevenSeg = 8'b01000000;   
					7: sevenSeg = 8'b00011110;   
					8: sevenSeg = 8'b00000000;   
					9: sevenSeg = 8'b00001000;   
					10: sevenSeg = 8'b00010000;  
					11: sevenSeg = 8'b11000000;  
					12: sevenSeg = 8'b01100010;  
					13: sevenSeg = 8'b10000100;  
					14: sevenSeg = 8'b01100000;  
					15: sevenSeg = 8'b01110000;  
				endcase
			end
			2: begin
				anode=4'b1101;
				case(in[11:8])
					0: sevenSeg = 8'b00000010;   
					1: sevenSeg = 8'b10011110;   
					2: sevenSeg = 8'b00100100;   
					3: sevenSeg = 8'b00001100;   
					4: sevenSeg = 8'b11111111;   
					5: sevenSeg = 8'b01001000;   
					6: sevenSeg = 8'b01000000;   
					7: sevenSeg = 8'b00011110;   
					8: sevenSeg = 8'b00000000;   
					9: sevenSeg = 8'b00001000;   
					10: sevenSeg = 8'b00010000;  
					11: sevenSeg = 8'b11000000;  
					12: sevenSeg = 8'b01100010;  
					13: sevenSeg = 8'b10000100;  
					14: sevenSeg = 8'b01100000;  
					15: sevenSeg = 8'b01110000;  
				endcase
			end
			3: begin
				anode=4'b1110;
				case(in[15:12])
					0: sevenSeg = 8'b00000010;   
					1: sevenSeg = 8'b10011110;   
					2: sevenSeg = 8'b00100100;   
					3: sevenSeg = 8'b00001100;   
					4: sevenSeg = 8'b11111111;   
					5: sevenSeg = 8'b01001000;   
					6: sevenSeg = 8'b01000000;   
					7: sevenSeg = 8'b00011110;   
					8: sevenSeg = 8'b00000000;   
					9: sevenSeg = 8'b00001000;   
					10: sevenSeg = 8'b00010000;  
					11: sevenSeg = 8'b11000000;  
					12: sevenSeg = 8'b01100010;  
					13: sevenSeg = 8'b10000100;  
					14: sevenSeg = 8'b01100000;  
					15: sevenSeg = 8'b01110000;  
				endcase
			end
		endcase
			if (counter == 16'b1111111111111111) begin
				counterNext = 0;
			end else begin
				counterNext = counter+1;
			end
		end
	end
endmodule
`timescale 1ns / 1ps
module display2(clk, rst, dataIn, anode, sevenSeg);
	input clk, rst;
	input [7:0] dataIn;
	output [3:0] anode;
	output [7:0] sevenSeg;
	wire [27:0] outWithSpaces;
	rotatingDigits myRD(.dataIn(dataIn), .clk(clk), .rst(rst), .dataOut(outWithSpaces));
	SevenSegFourDig mySSFD(.clk(clk), .rst(rst), .in(outWithSpaces), .sevenSeg(sevenSeg), .anode(anode));
endmodule
`timescale 1ns / 1ps
module rotatingDigits(dataIn, clk, rst, dataOut);
	input [7:0] dataIn;
	input clk, rst;
	output reg [27:0] dataOut;
	reg [15:0] temp;
	reg [27:0] dataOutNext;
	reg [23:0] counter, counterNext;
	always @(posedge clk) begin
		dataOut <= #1 dataOutNext;
		counter <= #1 counterNext;
	end
	always @(*) begin
		temp [3:0]={2'b00,dataIn[1:0]};
		temp [7:4]={2'b00,dataIn[3:2]};
		temp [11:8]={2'b00,dataIn[5:4]};
		temp [15:12]={2'b00,dataIn[7:6]};
	end
	always @(*) begin
		counterNext=counter;
		dataOutNext=dataOut;
		if(rst) begin
			counterNext=0;
			dataOutNext={temp [15:0], 4'b0100, 4'b0100, 4'b0100};
		end else begin
			if (counter==24'b111111111111111111111111) begin
				dataOutNext={dataOut[3:0], dataOut[27:4]};
				counterNext=0;
			end else begin
				dataOutNext=dataOut;
				counterNext=counter+1;
			end
		end
	end
endmodule
==> /design/flow/run.sh <==
#!/bin/bash
# OpenROAD 26Q1-2900-gdf79404cd8, Yosys 0.63+post, stock flow scripts
make -C /OpenROAD-flow-scripts/flow DESIGN_CONFIG=/design/flow/config.mk WORK_HOME=/design/flow/orfs finish
==> /design/flow/config.mk <==
export PLATFORM = sky130hd
export DESIGN_NAME = display2
export DESIGN_NICKNAME = display2
export VERILOG_FILES = /design/flow/design.v
export SDC_FILE = /design/flow/constraint.sdc
export NUM_CORES = 4
export LEC_CHECK = 1
export CORE_UTILIZATION = 30
==> /design/flow/constraint.sdc <==
current_design display2

set clk_period 6.4
set clk_io_pct 0.2

create_clock -name clk0 -period $clk_period [get_ports {clk}]

set non_clock_inputs [all_inputs -no_clocks]
set_input_delay [expr $clk_period * $clk_io_pct] -clock clk0 $non_clock_inputs
set_output_delay [expr $clk_period * $clk_io_pct] -clock clk0 [all_outputs]
==> flow_summary_export.csv <==
group,metric,value,unit
grt,grt_max_degree,36,
critical_path,slowest_stage,"edfxtp_1",
min_path,hold_class,"reg -> reg",
drt,vias,3579,
drt,antenna_cells,0,
critical_path,cpLargestDelayFamily,"multiplexers",
critical_path,reg2reg_from,"myRD.counter[0]",
min_path,hold_path_end,"myRD.dataOut[19]",
drt,drt_iter0_markers,246,
layout,syn_to_final_growth,15.2,%
place,portBuffers,21,
logic_synthesis,edf_count,8,
grt,grt_antenna_before_repair,0,
critical_path,worst_path_largest_cell_delay,0.53,ns
grt,grt_pass1_vias,3428,
floorplan,io_pins,22,
floorplan,die_w,129,um
cts,ctsLongestPathBuffers,2,
logic_synthesis,ys_ff,92,
critical_path,rrSetupSlack,2.95,ns
critical_path,r2r_cells,9,
sta,fin_crit_sh,65.3,%
sta,clock.fmax,239,MHz
cts,cts_hold_buffers,0,
min_path,min_from,"myRD.dataOut[23]",
sta,slew_headroom,55.4,%
critical_path,required,5.12,ns
critical_path,cp.arrival,2.90,ns
logic_synthesis,synthArstFlopShare,0,%
logic_synthesis,ys_seq_share,39.9,%
critical_path,path_class,"reg -> out",
drt,ant_nets,0,
sta,finalHoldViolCount,0,
logic_synthesis,yosys_area,4820,um2
critical_path,crit_path_cell_trace,"inv_1, ha_1, inv_1, mux4_2, mux4_2, and2_1, clkdlybuf4s50_1",
sta,final-max-slew-violation-count,0,
logic_synthesis,netlist_area,4820,um2
cts,clkTransAtPathRegs,0.06,ns
sta,final-setup-viol-count,0,
critical_path,path_buffers,3,
layout,drive_above_1_share,7.10,%
min_path,hold_depth,2,
run,warnings,53,
cts,cts_root_buffer,"clkbuf_16",
floorplan,fp-row-count,45,
sta,clock_skew,0.00621,ns
drt,wl,10.2,mm
critical_path,startpoint,"myRD.dataOut[12]",
power_and_ir_drop,power.density,221,nW/um2
sta,tns,0,ns
layout,finalCoreUtilization,36.0,%
logic_synthesis,synthCells,532,
cts,cts_tree,"done",
floorplan,dieArea,16600,um2
cts,cts_buffers,9,
floorplan,fp_util,31.2,%
logic_synthesis,synth-warning-count,2,
logic_synthesis,yosys_cells,532,
power_and_ir_drop,irDropWorstVdd,0.133,mV
cts,postCtsSetupBuffers,0,
critical_path,start_kind,"flip-flop",
cts,cts_sinks,92,
logic_synthesis,avgSynthCellArea,9.06,um2
cts,cts_resized,0,
grt,grt_pass1_wl,17.0,mm
floorplan,design.core.area,15400,um2
critical_path,cp-end-kind,"output pin",
floorplan,fp.dieH,129,um
sta,rsz0062_at_grt,"false",
grt,grt_use_total,13.2,%
grt,grt_overflow,0,
run,cap_violations,0,
drt,dr.pass1.iters,4,
cts,htreeDepth,3,
drt,drc,0,
outcome,status,"finished, final reports clean",
sta,fin_crit,4.18,ns
drt,vias_per_cell,4.71,
sta,tightest_slew,0.664,ns
place,gp_congestion,0.899,
drt,drt-wirelength-per-cell,13.4,um
logic_synthesis,ys_types,55,
place,dp_hpwl,7.27,mm
power_and_ir_drop,p_leak,2.10,nW
cts,insertion_delay,0.34,ns
logic_synthesis,synthFlopType,"dfxtp_1",
critical_path,worstPathMaxFanout,9,
[placed cells by master, fill, tap and decap left out, types with 8 or more instances in the layout]
cell	instances
and3_1	14
dfxtp_1	84
nor2b_1	8
nand2_1	61
mux2i_1	23
xnor2_1	18
clkbuf_16	9
edfxtp_1	8
xor2_1	17
a21oi_1	20
ha_1	34
mux4_2	8
o21ai_0	23
inv_1	27
nor2_1	59
clkdlybuf4s50_1	20
nand3_1	23
[routing by layer]
layer	up-vias	wire [um]	GRT usage [%]
met5	-	0	0
met4	0	208	2.35
met3	11	569	3.39
met2	62	4410	20.1
met1	1670	4990	19.5
li1	1836	-	-
[Yosys cell counts (4+ instances only)]
cell type	count	share of area [%]
a211oi_1	6	0.93
a21oi_1	20	2.1
and2_1	6	0.78
and3_1	14	1.8
buf_2	7	0.73
clkbuf_1	13	1.0
dfxtp_1	84	35
edfxtp_1	8	5.0
ha_1	34	8.8
inv_1	27	2.1
mux2_2	4	0.93
mux2i_1	23	4.8
mux4_2	8	3.7
nand2_1	61	4.7
nand2b_1	4	0.52
nand3_1	23	2.4
nand4_1	4	0.52
nor2_1	59	4.6
nor2b_1	8	1.0
nor3_1	4	0.42
o21a_1	6	0.93
o21ai_0	23	2.4
o22ai_1	6	0.78
o2bb2ai_1	4	0.73
xnor2_1	18	3.3
xor2_1	17	3.1
[power by group]
part	internal (mW)	total [mW]	leakage (nW)	switching, mW
registers	0.586	0.591	0.763	0.00499
logic	0.0177	0.0388	1.18	0.0211
clock network	0.380	0.599	0.161	0.219
total	0.984	1.23	2.10	0.245
[worst reg2reg max path, stage by stage, from the launching register on]
cell     delay [ns]
dfxtp_1        0.37
ha_1           0.25
nand4_2        0.14
nor4_4         0.66
nand2_1        0.53
nand2_1        0.26
a21oi_1        0.19
inv_1          0.17
ha_1           0.28
mux4_2         0.46
[cell families after synthesis]
family | synth area share [%]
buffers and inverters | 4.39
AND-OR/OR-AND | 10.8
XOR/XNOR | 6.36
flip-flops | 39.9
AND/OR/NAND/NOR | 20.0
adder cells (fa/ha/maj) | 8.82
multiplexers | 9.68
[layout make-up]
type / instances / area, um2
tap: 211 / 264
fill: 1501 / 9870
sequential: 92 / 1920
clock inverter: 7 / 114
inverter: 30 / 113
clock buffer: 9 / 225
multi-input combinational: 387 / 2690
timing repair buffer: 24 / 228
[worst max-delay path by stage]
stage,endpoint,slack [ns],cells after the start
4_1_cts,sevenSeg[4],2.23,7
5_1_grt,sevenSeg[4],2.12,7
6_report,sevenSeg[4],2.22,7
[through the flow]
step / area (um2) / power [mW] / instances / setup slack, ns / hold slack (ns)
after floorplan: 4820 / 0.626 / 532 / 2.72 / 0.426
after global placement: 5210 / 0.642 / 744 / 2.36 / 0.438
after detailed placement: 5210 / 0.643 / 744 / 2.34 / 0.449
after CTS: 5550 / 1.24 / 760 / 2.23 / 0.458
after global routing: 5550 / 1.27 / 760 / 2.12 / 0.473
final: 5550 / 1.23 / 760 / 2.22 / 0.456
No activity file was given, so power comes from the tool's default toggle rates.
